==> /design/flow/design.v <==
`timescale 1ns/10ps
module RC4(clk,rst,key_valid,key_in,plain_read,plain_in_valid,plain_in,plain_write,plain_out,cipher_write,cipher_out,cipher_read,cipher_in,cipher_in_valid,done);
    input   clk,rst;
    input   key_valid,plain_in_valid,cipher_in_valid;
    input   [7:0] key_in,cipher_in,plain_in;
    output  reg done;
    output  reg plain_write,cipher_write,plain_read,cipher_read;
    output  [7:0] cipher_out,plain_out;
    parameter   Length_Key         = 32;
    parameter   Length_Sbox        = 64;
    reg     [7:0]   data_key [0:Length_Key-1];   
    reg     [7:0]   Sbox_new     [0:Length_Sbox - 1];  
    reg     [7:0]   Sbox_new2     [0:Length_Sbox - 1];  
    reg     [2:0]   State;
    reg     [7:0]   index_key,index_sbox;
    reg     [7:0]   k1,k2;
    reg     [11:0]  value_total,value_total2;
    reg             flag_cipher_plain;
    wire    [7:0]   wire_index_i;
    assign wire_index_i    = k1 + 1;
    assign cipher_out      = plain_in ^ Sbox_new[value_total[5:0]];
    assign plain_out       = cipher_in ^ Sbox_new2[value_total2[5:0]];
    always @(posedge clk or posedge rst ) begin
        if (rst) begin
            State               <= 3'b000;
            k1                  <= 8'b0;
            k2                  <= 8'b0;
            plain_write         <= 1'b0;
            cipher_write        <= 1'b0;
            done                <= 1'b0;
            index_sbox          <=  8'b0;
            flag_cipher_plain   <= 1'b0;
        end
        else begin
            case(State)
                3'b000: begin  
                    if (index_sbox == Length_Sbox) begin
                        State      <= 3'b001;
						k2         <= k2 + Sbox_new[k1] + data_key[k1[4:0]];
                    end
                    else begin
                        Sbox_new[index_sbox]    <= index_sbox;
                        Sbox_new2[index_sbox]   <= index_sbox;
                        index_sbox              <= index_sbox + 1;
                    end
                end
                3'b001: begin  
                    Sbox_new[k1]        <= Sbox_new[k2[5:0]];
                    Sbox_new[k2[5:0]]   <= Sbox_new[k1];
                    Sbox_new2[k1]       <= Sbox_new2[k2[5:0]];
                    Sbox_new2[k2[5:0]]  <= Sbox_new2[k1];
                    if (k1 == Length_Sbox - 1)begin
                        State      <= 3'b010;
                        k1         <= 8'b0;
                        k2         <= 8'b0;
                    end
                    else begin
                        k1         <=  k1 + 1;
                        State      <=  3'b000;
                    end
                end
				3'b010:begin  
                    State           <= (!flag_cipher_plain)?3'b011:3'b100;
                    k1              <= wire_index_i;
                    cipher_write    <= 1'b0;
                    plain_write     <= 1'b0;
                    if (!flag_cipher_plain) begin
                        k2          <= k2 + Sbox_new[wire_index_i[5:0]];
                        plain_read  <= 1'b1;
                    end
                    else begin
                        k2          <= k2 + Sbox_new2[wire_index_i[5:0]];	
                        cipher_read <= 1'b1;
                    end
				end
                3'b011:begin  
                    State                 <= 3'b010;
                    Sbox_new[k1[5:0]]     <= Sbox_new[k2[5:0]];
                    Sbox_new[k2[5:0]]     <= Sbox_new[k1[5:0]];
                    value_total           <= Sbox_new[k1[5:0]] + Sbox_new[k2[5:0]];
                    plain_read            <= 1'b0;
                    cipher_write          <= 1'b1;
                    if (!plain_in_valid && !flag_cipher_plain ) begin
                        k1                <= 0;
                        k2                <= 0;
                        flag_cipher_plain <= 1'b1;
                        cipher_write      <= 1'b0;
                    end
                end
                3'b100:begin  
                    State                <= 3'b010;
                    Sbox_new2[k1[5:0]]   <= Sbox_new2[k2[5:0]];
                    Sbox_new2[k2[5:0]]   <= Sbox_new2[k1[5:0]];
                    value_total2         <= Sbox_new2[k1[5:0]] + Sbox_new2[k2[5:0]];
                    cipher_read          <= 1'b0;
                    plain_write          <= 1'b1;
                    if (!cipher_in_valid && flag_cipher_plain) begin
                        done <= 1;
                    end
                end
            endcase
        end
    end
    always @(posedge clk or posedge rst) begin
        if(rst) begin
            index_key     <=  8'b0;
        end 
        else begin
            if (key_valid) begin
                if (index_key > Length_Key)begin
                    index_key <= 8'b0;
                end
                else begin
                    data_key[index_key-1]   <= key_in;
                    index_key               <= index_key+1;
                end
            end
        end
    end
endmodule
==> /design/flow/run.sh <==
#!/bin/bash
# OpenROAD 26Q1-2900-gdf79404cd8, Yosys 0.63+post, stock flow scripts
make -C /OpenROAD-flow-scripts/flow DESIGN_CONFIG=/design/flow/config.mk WORK_HOME=/design/flow/orfs finish
==> /design/flow/config.mk <==
export PLATFORM = sky130hd
export DESIGN_NAME = RC4
export DESIGN_NICKNAME = RC4
export VERILOG_FILES = /design/flow/design.v
export SDC_FILE = /design/flow/constraint.sdc
export NUM_CORES = 4
export LEC_CHECK = 1
export CORE_UTILIZATION = 40
==> /design/flow/constraint.sdc <==
current_design RC4

set clk_period 17.6
set clk_io_pct 0.2

create_clock -name clk0 -period $clk_period [get_ports {clk}]

set non_clock_inputs [all_inputs -no_clocks]
set_input_delay [expr $clk_period * $clk_io_pct] -clock clk0 $non_clock_inputs
set_output_delay [expr $clk_period * $clk_io_pct] -clock clk0 [all_outputs]
==> impl_metrics.csv <==
group,metric,value,unit
clock_network,cts_sinks,1269,
clock_network,h-tree-depth,4,
synth,netlist_area,84200,µm²
placed_design,io_buffers,47,
global_routing,grt_pass1_wl,1220000,µm
global_routing,grt_max_degree,139,
clock_network,cts_made_buffers,154,
global_routing,gr-total-overflow,737,
synth,edf_count,1230,
die,dieWidth,461,µm
synth,ys.warnings.count,4,
synth,async_flop_share,3.07,%
clock_network,clockBufferDepth,3,
synth,ys_types,96,
clock_network,cts-hold-fix-buffers,0,
synth,synth_seq_share,45.0,%
clock_network,root_buffer,"clkbuf_16",
synth,yosys_register_bits,1269,
die,io_pins,50,
clock_network,cts-resized-gates,0,
synth,avgSynthCellArea,8.92,µm²
synth,synth_top_flop_cell,"edfxtp_1",
outcome,stop_stage,"5_1_grt",
die,placementRows,168,
synth,yosys-stat-area,84200,µm²
placed_design,dpl.hpwl,552000,µm
die,fp.dieH,461,µm
global_routing,grt_pass1_vias,118000,
placed_design,place_congestion,1.36,
synth,ys_cells,9441,
outcome,firstError,"[ERROR GRT-0116] Global routing finished with congestion. Check the congestion regions in the DRC Viewer.",
clock_network,postCtsSetupBuffers,0,
global_routing,grt.total_usage,89.2,%
die,floorplan.core_util,40.2,%
synth,synth_cells,9441,
outcome,status,"aborted with a tool error",
## through the flow
step / hold slack [ps] / util (%) / cell area, µm² / instances / worst slack [ps]
detailed placement: 465 / 44.0 / 92000 / 12100 / 9440
global placement: 463 / 44.0 / 92000 / 12100 / 9460
floorplan: 417 / - / 84200 / 9441 / 10440
CTS: 482 / 46.4 / 97200 / 12400 / 8780
## synthesized netlist by cell type (21+ instances only)
cell | n | share of area (%)
a2111oi_0 | 21 | 0.22
a21oi_1 | 1108 | 6.6
a221oi_1 | 229 | 2.4
a222oi_1 | 59 | 0.70
a22o_1 | 219 | 2.3
a22oi_1 | 1348 | 12
and2_1 | 32 | 0.24
and3_1 | 39 | 0.29
buf_1 | 38 | 0.17
buf_2 | 187 | 1.1
clkbuf_1 | 762 | 3.4
dfrtp_1 | 38 | 1.1
edfxtp_1 | 1230 | 44
ha_1 | 37 | 0.55
inv_1 | 54 | 0.24
mux2i_1 | 31 | 0.37
nand2_1 | 1312 | 5.8
nand3_1 | 138 | 0.82
nand4_1 | 293 | 2.2
nor2_1 | 391 | 1.7
nor2b_1 | 28 | 0.21
nor3_1 | 93 | 0.55
nor4_1 | 77 | 0.57
o21ai_0 | 830 | 4.9
o21ai_1 | 306 | 1.8
o311a_1 | 127 | 1.5
or4_1 | 23 | 0.20
xnor2_1 | 35 | 0.36
## kinds of logic after synthesis
logic type      synth area share (%)
mux                            0.655
flops                           45.0
fa+ha+maj                      0.763
compound gates                  33.9
xor+xnor                       0.499
buf+inv                         5.24
simple gates                    13.9
## metal layers
metal	global-route usage (%)	overflow
met2	94.8	251
met4	82.4	219
met3	85.2	142
met5	75.6	21
met1	91.0	104
